--- ./run.sh ---
#!/bin/bash
# OpenROAD 26Q1-2900-gdf79404cd8, Yosys 0.63+post, stock flow scripts
make -C /OpenROAD-flow-scripts/flow DESIGN_CONFIG=/design/flow/config.mk WORK_HOME=/design/flow/orfs finish
--- ./config.mk ---
export PLATFORM = sky130hd
export DESIGN_NAME = shift_register
export DESIGN_NICKNAME = shift_register
export VERILOG_FILES = /design/flow/design.v
export SDC_FILE = /design/flow/constraint.sdc
export NUM_CORES = 4
export LEC_CHECK = 1
export CORE_AREA = 10 10 77 77
export DIE_AREA = 0 0 87 87
export SYNTH_HDL_FRONTEND = slang
--- ./constraint.sdc ---
current_design shift_register

set clk_period 1.0
set clk_io_pct 0.2

create_clock -name clk0 -period $clk_period [get_ports {clk}]

set non_clock_inputs [all_inputs -no_clocks]
set_input_delay [expr $clk_period * $clk_io_pct] -clock clk0 $non_clock_inputs
set_output_delay [expr $clk_period * $clk_io_pct] -clock clk0 [all_outputs]
--- ./design.v ---
module D_type_flip_flop (
	input logic d,
	output logic q,
	input clk,
	input rst
);
	initial begin
		q = 0;
	end
	always @(posedge clk) begin
		q <= d;
		if (rst == 1) q <= 0;
	end
endmodule
module shift_register(
	input logic d,
	output logic q,
	input logic clk,
	input logic rst
);
	parameter shift_length = 16;
	wire wires[shift_length:0];
	generate
		genvar i;
		for (i = 0; i <= shift_length; i++) begin
			if (i == 0) begin 
				D_type_flip_flop s(.d(d), .q(wires[i]), .clk(clk), .rst(rst));
			end
			else if (i < shift_length) begin
				D_type_flip_flop s(.d(wires[i-1]), .q(wires[i]), .clk(clk), .rst(rst));
			end
			else begin
				D_type_flip_flop s(.d(wires[i-1]), .q(q), .clk(clk), .rst(rst));
			end
		end
	endgenerate
endmodule
==> impl_metrics.json <==
{
  "hold-worst-slack_ns": 0.435,
  "core-area_sq_mm": 0.00435,
  "yosys_cells": 35,
  "mux_share": 0,
  "cts_root_buf": "clkbuf_8",
  "fin_crit_sh": 0.927,
  "rsz0062_at_grt": "false",
  "cts_made_buffers": 3,
  "simple_gate_area_frac": 0.261,
  "drc": 0,
  "largest_register_ffs": 17,
  "gp_congestion": 0.598,
  "cp_num_cells": 1,
  "grtUsageTotal": 0.0157,
  "global_route.usage.met2": 0.0213,
  "dp_cells": 91,
  "crit_type": "reg -> out",
  "drt_wl_total_microns": 571,
  "relSlewSlack": 0.849,
  "top_register": "genblk1.genblk1.s.q",
  "cts_hold_buf": 0,
  "drt_iter0_drc": 11,
  "finalPower_w": 0.00121,
  "topCombFamilyByArea": "simple AND/OR/NAND/NOR gates",
  "grt_pass1_wl_microns": 938,
  "leakage_nw": 0.249,
  "vdd_ir_drop_max_mv": 0.665,
  "status": "finished clean",
  "crit_arrival_ns": 0.73,
  "fa_ha_area_frac": 0,
  "synth_cell_type_count": 4,
  "r2r_cells": 1,
  "crit_path_end": "q",
  "gr-usage-met1": 0.0180,
  "tool_warnings": 25,
  "switching_share": 0.190,
  "endpoint_kind": "output pin",
  "synth_flops": 17,
  "grt_max_degree": 11,
  "critPathMaxStageDelay_ns": 0.31,
  "die_y_microns": 87,
  "p_per_area_mw_per_mm2": 1940,
  "crit_fanout": 1,
  "regToRegSetupSlack_ns": 0.42,
  "cts_buffer_depth": 2,
  "max_freq_mhz": 1080,
  "worst_slew_pin_slew_ns": 0.226,
  "firstDrtPassIters": 4,
  "synthCells": 35,
  "setup-violations-final": 0,
  "grt-ovfl-total": 0,
  "fp_util": 0.109,
  "ys_area_sq_um": 475,
  "crit_slowest_cell": "dfxtp_1",
  "tritoncts": "built",
  "globalRoute.busiestLayer": "met2",
  "drt-vias-per-instance": 2.46,
  "postCtsSetupRepairBufs": 0,
  "final.setup_skew_ns": 0.00314,
  "crit_chain": "clkdlybuf4s15_1",
  "pwr-share-clk": 0.409,
  "htree_levels": 1,
  "pwr-share-comb": 0.024,
  "antenna_left": 0,
  "cp.required_ns": 0.80,
  "critPathLaunchType": "register",
  "final_cells": 95,
  "insertion_delay_ns": 0.25,
  "switching_power_w": 0.000229,
  "p_seq_frac": 0.567,
  "synth_area_per_cell_sq_um": 13.6,
  "row_count": 24,
  "aoi_share": 0,
  "final_util": 0.143,
  "fin_crit_ns": 0.927,
  "intPower_w": 0.000977,
  "portBuffers": 3,
  "cts_num_sinks": 17,
  "rr_startpoint": "genblk1[8].genblk1.s.q",
  "grt_pass1_vias": 215,
  "regToRegEndpoint": "genblk1[9].genblk1.s.q",
  "cp_top_family": "flip-flops",
  "drive_above_1_share": 0.302,
  "syn2layout_area_growth_pct": 30.5,
  "insertedDiodeCount": 0,
  "n_fill_cell": 468,
  "vias": 234,
  "worst_hold_path_type": "reg -> reg",
  "dieArea_sq_mm": 0.00757,
  "die.size.x_microns": 87,
  "postSynthSeqShare": 0.716,
  "ys_warn_count": 0,
  "synth_area_sq_um": 475,
  "clkTransAtPathRegs_ns": 0.06,
  "largest_registers": "genblk1.genblk1.s.q x17",
  "dp_hpwl_microns": 395,
  "use_met3": 0.0132,
  "antenna_found_initial": 0,
  "xor_share": 0,
  "cap_viol_max_count": 0,
  "lay_top_count": "dfxtp_1",
  "io_pins": 4,
  "hold_viol_final": 0,
  "final_cell_mix": "dfxtp_1, nor2b_1, and2b_2",
  "finalMaxSlewViolations": 0,
  "crit_buf_inv": 1,
  "routedWlPerCell_microns": 6.01,
  "startpoint": "genblk1[16].genblk1.s.q"
}
[cell families after synthesis]
family        count (synthesis)
simple gates                 17
flops                        17
buf+inv                       1
[timing repair]
item                                    in CTS  in global routing
gates resized                                1                  1
hold endpoints to repair                     0                  0
endpoints found under the setup margin       1                  1
[synth_stat cells (all sizes together)]
cell type	instances	share of area
buf	1	0.024
dfxtp	17	0.72
and2b	7	0.13
nor2b	10	0.13
[worst min-delay path by stage]
| stage | start | cells past startpoint | slack, ns | to |
|---|---|---|---|---|
| global route | genblk1[13].genblk1.s.q | 1 | 0.45 | genblk1[14].genblk1.s.q |
| CTS | genblk1[15].genblk1.s.q | 1 | 0.44 | genblk1[16].genblk1.s.q |
| finish | genblk1[15].genblk1.s.q | 1 | 0.43 | genblk1[16].genblk1.s.q |
[stage by stage]
| stage | setup slack, ns | area (sq um) | TNS [ns] |
|---|---|---|---|
| after global routing | 0.0318 | 621 | 0 |
| after global placement | -0.129 | 574 | -1.92 |
| after floorplan | 0.448 | 475 | 0 |
| after CTS | 0.00664 | 619 | 0 |
| after detailed placement | -0.178 | 574 | -2.74 |
| final | 0.0726 | 621 | 0 |
[area by class of cell]
class	instances	area [sq um]	share of cell area
clock inverter	1	5.00	0.00806
timing repair buffer	5	45.0	0.0726
sequential	17	340	0.548
clock buffer	3	41.3	0.0665
multi-input combinational	17	124	0.200
tap	52	65.1	0.105
[routing by layer]
layer	up-vias	wire, microns
met3	2	46
met5	-	0
li1	120	-
met4	0	17
met2	5	218
met1	107	287
[power groups by stage]
stage     Clock, W  Combinational, W  Sequential, W
6_report  0.000494         0.0000285       0.000685
4_1_cts   0.000511         0.0000294       0.000684
5_1_grt   0.000533         0.0000318       0.000684
Power and IR drop assume default switching activity.
